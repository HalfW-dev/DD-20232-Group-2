$ cat flow/constraint.sdc
current_design bcd_to_7segment_decoder

set clk_period 2.5
set clk_io_pct 0.2

create_clock -name clk0 -period $clk_period

set non_clock_inputs [all_inputs -no_clocks]
set_input_delay [expr $clk_period * $clk_io_pct] -clock clk0 $non_clock_inputs
set_output_delay [expr $clk_period * $clk_io_pct] -clock clk0 [all_outputs]
$ cat flow/config.mk
export PLATFORM = sky130hd
export DESIGN_NAME = bcd_to_7segment_decoder
export DESIGN_NICKNAME = bcd_to_7segment_decoder
export VERILOG_FILES = /design/flow/design.v
export SDC_FILE = /design/flow/constraint.sdc
export NUM_CORES = 4
export LEC_CHECK = 1
export CORE_AREA = 10 10 98 98
export DIE_AREA = 0 0 108 108
$ cat flow/design.v
module bcd_to_7segment_decoder (
    input wire [7:0] in,
    output reg [13:0] seg  
);
always @(in)
begin
    case (in)
        8'b0000_0000 : seg = 14'b0000001_0000001;  
        8'b0000_0001 : seg = 14'b0000001_1001111;  
        8'b0000_0010 : seg = 14'b0000001_0010010;  
        8'b0000_0011 : seg = 14'b0000001_0000110;  
        8'b0000_0100 : seg = 14'b0000001_1001100;  
        8'b0000_0101 : seg = 14'b0000001_0100100;  
        8'b0000_0110 : seg = 14'b0000001_0100000;  
        8'b0000_0111 : seg = 14'b0000001_0001111;  
        8'b0000_1000 : seg = 14'b0000001_0000000;  
        8'b0000_1001 : seg = 14'b0000001_0000100;  
        8'b0001_0000 : seg = 14'b1001111_0000001;  
        8'b0001_0001 : seg = 14'b1001111_1001111;  
        8'b0001_0010 : seg = 14'b1001111_0010010;  
        8'b0001_0011 : seg = 14'b1001111_0000110;  
        8'b0001_0100 : seg = 14'b1001111_1001100;  
        8'b0001_0101 : seg = 14'b1001111_0100100;  
        8'b0001_0110 : seg = 14'b1001111_0100000;  
        8'b0001_0111 : seg = 14'b1001111_0001111;  
        8'b0001_1000 : seg = 14'b1001111_0000000;  
        8'b0001_1001 : seg = 14'b1001111_0000100;  
        8'b0010_0000 : seg = 14'b1001111_1110000;  
        8'b0010_0001 : seg = 14'b1001111_1111000;  
        8'b0010_0010 : seg = 14'b1001111_1000110;  
        8'b0010_0011 : seg = 14'b1001111_0011001;  
        8'b0010_0100 : seg = 14'b1001111_0110010;  
        8'b0010_0101 : seg = 14'b1001111_1110010;  
        8'b0010_0110 : seg = 14'b1001111_1000000;  
        8'b0010_0111 : seg = 14'b1001111_1011000;  
        8'b0010_1000 : seg = 14'b1001111_1001100;  
        8'b0010_1001 : seg = 14'b1001111_1100010;  
        8'b0010_1010 : seg = 14'b1001111_0110000;  
        8'b0010_1011 : seg = 14'b1001111_1000000;  
        8'b0010_1100 : seg = 14'b1001111_1001000;  
        8'b0010_1101 : seg = 14'b1001111_1110000;  
        8'b0010_1110 : seg = 14'b1001111_1001001;  
        8'b0010_1111 : seg = 14'b1001111_1000010;  
        8'b0011_0000 : seg = 14'b1001111_1100000;  
        8'b0011_0001 : seg = 14'b1001111_1001001;  
        8'b0011_0010 : seg = 14'b1001111_1000010;  
        8'b0011_0011 : seg = 14'b1001111_1000110;  
        8'b0011_0100 : seg = 14'b1001111_1101000;  
        8'b0011_0101 : seg = 14'b1001111_0110000;  
        8'b0011_0110 : seg = 14'b1001111_0110000;  
        8'b0011_0111 : seg = 14'b1001111_1111111;  
        8'b0011_1000 : seg = 14'b1001111_0110000;  
        8'b0011_1001 : seg = 14'b1001111_0111000;  
        8'b0011_1010 : seg = 14'b1001111_0000000;  
        8'b0011_1011 : seg = 14'b1001111_1001100;  
        8'b0011_1100 : seg = 14'b1001111_0100111;  
        8'b0011_1101 : seg = 14'b1001111_1101111;  
        8'b0011_1110 : seg = 14'b1001111_1110001;  
        8'b0011_1111 : seg = 14'b1001111_1111001;  
        8'b0100_0000 : seg = 14'b1001111_0111001;  
        8'b0100_0001 : seg = 14'b1001111_1011111;  
        8'b0100_0010 : seg = 14'b1001111_0010001;  
        8'b0100_0011 : seg = 14'b1001111_0111001;  
        8'b0100_0100 : seg = 14'b1001111_1011011;  
        8'b0100_0101 : seg = 14'b1001111_1010001;  
        8'b0100_0110 : seg = 14'b1001111_1010011;  
        8'b0100_0111 : seg = 14'b1001111_0011111;  
        8'b0100_1000 : seg = 14'b1001111_1011101;  
        8'b0100_1001 : seg = 14'b1001111_1010101;  
        8'b0100_1010 : seg = 14'b1001111_0010111;  
        8'b0100_1011 : seg = 14'b1001111_0010101;  
        8'b0100_1100 : seg = 14'b1001111_1010111;  
        8'b0100_1101 : seg = 14'b1001111_1100001;  
        8'b0100_1110 : seg = 14'b1001111_1011011;  
        8'b0100_1111 : seg = 14'b1001111_1100111;  
        8'b0101_0000 : seg = 14'b1001111_1100011;  
        8'b0101_0001 : seg = 14'b1001111_1000010;  
        8'b0101_0010 : seg = 14'b1001111_0010000;  
        8'b0101_0011 : seg = 14'b1001111_0111000;  
        8'b0101_0100 : seg = 14'b1001111_0100000;  
        8'b0101_0101 : seg = 14'b1001111_0011001;  
        8'b0101_0110 : seg = 14'b1001111_1001000;  
        8'b0101_0111 : seg = 14'b1001111_0100001;  
        8'b0101_1000 : seg = 14'b1001111_0101111;  
        8'b0101_1001 : seg = 14'b1001111_0010001;  
        8'b0101_1010 : seg = 14'b1001111_0100111;  
        8'b0101_1011 : seg = 14'b1001111_0101001;  
        8'b0101_1100 : seg = 14'b1001111_0011111;  
        8'b0101_1101 : seg = 14'b1001111_0101101;  
        8'b0101_1110 : seg = 14'b1001111_0110111;  
        8'b0101_1111 : seg = 14'b1001111_0111101;  
        8'b0110_0000 : seg = 14'b1001111_1001001;  
        8'b0110_0001 : seg = 14'b1001111_1011111;  
        8'b0110_0010 : seg = 14'b1001111_0010001;  
        8'b0110_0011 : seg = 14'b1001111_0111001;  
        8'b0110_0100 : seg = 14'b1001111_1011011;  
        8'b0110_0101 : seg = 14'b1001111_1010001;  
        8'b0110_0110 : seg = 14'b1001111_1010011;  
        8'b0110_0111 : seg = 14'b1001111_0011111;  
        8'b0110_1000 : seg = 14'b1001111_1011101;  
        8'b0110_1001 : seg = 14'b1001111_1010101;  
        8'b0110_1010 : seg = 14'b1001111_0010111;  
        8'b0110_1011 : seg = 14'b1001111_0010101;  
        8'b0110_1100 : seg = 14'b1001111_1010111;  
        8'b0110_1101 : seg = 14'b1001111_1100001;  
        8'b0110_1110 : seg = 14'b1001111_1011011;  
        8'b0110_1111 : seg = 14'b1001111_1100111;  
        default : seg = 14'b1111111_1111111; 
    endcase
end
endmodule
$ cat flow/run.sh
#!/bin/bash
# OpenROAD 26Q1-2900-gdf79404cd8, Yosys 0.63+post, stock flow scripts
make -C /OpenROAD-flow-scripts/flow DESIGN_CONFIG=/design/flow/config.mk WORK_HOME=/design/flow/orfs finish
==> flow_metrics.py <==
# Synthesis and PnR figures
metrics = {
    "status": {
        "status": "completed",
    },
    "critical_path": {
        "crit_family": "buffers and inverters",
        "crit_arrival_ps": 1940,
        "start_kind": "input pin",
        "critical_path_class": "input pin to output port",
        "worst-path-stages": 7,
        "crit_start": "in[5]",
        "crit_path_end": "seg[4]",
        "crit_chain": "dlygate4sd2_1 -> buf_4 -> and3b_1 -> o21ai_1 -> nand3_2 -> a311o_1 -> buf_2",
        "max_stage_delay_ps": 330,
        "cp-end-kind": "output port",
        "crit_required_ps": 2000,
        "slowest_stage": "a311o_1",
        "crit_buf_inv": 3,
        "crit_fanout": 8,
    },
    "synth": {
        "synthXorXnorAreaFrac_pct": 0,
        "ys_cells": 167,
        "mux_area_share_pct": 6.50,
        "syn_inst": 167,
        "ys_seq_share_pct": 0,
        "topCombFamilyByArea": "AND-OR/OR-AND gates",
        "synthDistinctLibCells": 47,
        "largest_area_cell": "ha_1",
        "synthAdderAreaFrac_pct": 13.0,
        "postSynthAreaPerCell_um2": 6.92,
        "syn_area_um2": 1150,
        "top_cells_by_area": "ha_1, nand2_1, nand2b_1, buf_6, buf_4",
        "top_area_share_pct": 13.0,
        "yosysWarnings": 1,
        "yosysChipArea_um2": 1150,
        "compound_area_share_pct": 35.2,
        "simple_gate_share_pct": 29.9,
    },
    "timing": {
        "finalHoldViolations": 0,
        "finalSetupTns_ps": 0,
        "fin_crit_ps": 2440,
        "setup_viol": 0,
        "finalCritPeriodShare_pct": 97.6,
        "finalMaxSlewViolations": 0,
        "rsz0062_at_grt": "false",
        "fin_ws_ps": 59.1,
        "fmax_mhz": 410,
    },
    "placed_design": {
        "post-place-ws_ps": -745,
        "place_hpwl_mm": 3.45,
        "port_buffers": 21,
        "place.gp.congestion": 0.954,
    },
    "hold_path": {
        "worstHoldStart": "in[6]",
        "min_path_type": "input pin to output port",
    },
    "global_routing": {
        "grt_max_degree": 16,
        "grt_pass1_wl_mm": 7.77,
        "antenna_found_initial": 0,
        "grt_overflow_total": 0,
        "grt_pass1_vias": 1436,
        "grt_usage_pct": 7.97,
    },
    "die": {
        "fp.dieArea_um2": 11700,
        "fp.coreArea_um2": 7650,
        "dieHeight_um": 108,
        "rows": 32,
        "fp_util_pct": 15.1,
        "die_w_um": 108,
        "io_pins": 22,
    },
    "power": {
        "peakVddDrop_mv": 0.0331,
        "powerDensity_nw_per_um2": 162,
        "leakage_nw": 0.895,
    },
    "routing": {
        "drt-total-wl_mm": 4.79,
        "ant_nets": 0,
        "via_per_inst": 4.63,
        "drt_iter0_drc": 128,
        "vias": 1584,
        "antennaDiodeCount": 0,
        "routedWlPerCell_um": 14.0,
        "first_pass_iters": 4,
        "drt_drc_violations_left": 0,
    },
    "cells_and_area": {
        "flops": 0,
        "clkbuf_count": 0,
        "drive_above_1_share_pct": 47.9,
        "flop_area_um2": 0,
        "logic_area_um2": 1150,
        "area_growth_pct": 82.8,
        "nFillCells": 778,
    },
    "clocking": {
        "cts_hold_buf": 0,
    },
    "job": {
        "max_cap_viol_count": 0,
        "warnings": 42,
    },
}
[how the worst min path moves through the flow]
stage | end | slack (ps) | depth (start not counted)
4_1_cts | seg[3] | 1720 | 6
5_1_grt | seg[5] | 1630 | 4
6_report | seg[5] | 1600 | 4
[cell type report]
| type | instances | share of cell area, % |
|---|---|---|
| Tap cell | 102 | 6.05 |
| Inverter | 7 | 1.60 |
| Multi-Input combinational cell | 140 | 54.7 |
| Timing Repair Buffer | 93 | 37.6 |
[per-stage QoR]
step	hold slack (ps)	util [%]	cell area, um^2	power, W	instances
floorplan	1050	-	1150	0.000141	167
global placement	2160	23.7	1810	0.000286	329
detailed placement	2160	23.7	1810	0.000286	329
CTS	1720	26.9	2060	0.000327	342
global route	1630	27.6	2110	0.000369	342
finish	1600	27.6	2110	0.000343	342
[kinds of logic after synthesis]
group           Yosys count
simple gates             68
compound gates           53
buf+inv                  27
fa+ha+maj                12
mux                       6
other cells               1
[cell usage after synthesis (3+ instances only)]
library cell  count
a211oi_1          3
buf_6             5
nand2b_1         12
nor3_1            4
a311oi_1          4
o21bai_1          3
nand2_1          23
o31ai_1           3
a31oi_1           3
mux2i_1           3
buf_4             7
nor2_1            7
a21oi_1           4
inv_2             3
inv_1             4
buf_2             7
nor2b_1           6
nand3_1           8
o21ai_0           7
ha_1             12
o211ai_1          7
[worst min-delay path: stages]
cell      delay [ps]
clkbuf_2         210
buf_4            160
a2111o_1         130
clkbuf_2          90
[repair_timing]
item                       in CTS  in global routing
setup endpoints to repair      13                 13
pin swaps                      15                 16
resized                        68                 22
cloned                          1                  0
buffers inserted               12                  1
[metal layers]
layer / share of wire, % / vias up / GRT usage, %
met5: 0 / - / 0
met4: 0 / 0 / 0
met3: 8.4 / 0 / 1.08
met2: 43 / 69 / 12.3
met1: 49 / 748 / 12.1
li1: - / 767 / -
[power by group]
group / switching [W] / internal (W) / total (W)
Sequential: 0 / 0 / 0
Clock: 0 / 0 / 0
Combinational: 0.000159 / 0.000184 / 0.000343
Total: 0.000159 / 0.000184 / 0.000343
[cell usage in the layout (no fill, tap or decap), types with 3 or more instances in the layout]
cell type        netlist  routed
nand3_1                8       7
inv_1                  4       3
nand2_1               23      23
mux2i_1                3       3
buf_12                 0       3
nand2b_1              12      10
nor2_1                 7       6
buf_4                  7      63
a311oi_1               4       3
o31ai_2                1       4
a211oi_1               3       3
o21bai_1               3       3
ha_4                   0       6
o211ai_1               7       7
nor2b_1                6       5
clkdlybuf4s50_1        0       6
o21ai_0                7       6
ha_1                  12       5
a31oi_1                3       3
buf_2                  7       6
a21oi_1                4       4
nor3_1                 4       3
buf_6                  5       7
Power and IR drop assume default switching activity.
